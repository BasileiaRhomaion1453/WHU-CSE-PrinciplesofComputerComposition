==> ./design.v <==
module mux2 #(parameter WIDTH = 8)
             (d0, d1,
              s, y);
    input  [WIDTH-1:0] d0, d1;
    input              s;
    output [WIDTH-1:0] y;
    assign y = ( s == 1'b1 ) ? d1:d0;
endmodule
module mux4 #(parameter WIDTH = 8)
             (d0, d1, d2, d3,
              s, y);
    input  [WIDTH-1:0] d0, d1, d2, d3;
    input  [1:0] s;
    output [WIDTH-1:0] y;
    reg [WIDTH-1:0] y_r;
    always @( * ) begin
        case ( s )
            2'b00: y_r = d0;
            2'b01: y_r = d1;
            2'b10: y_r = d2;
            2'b11: y_r = d3;
            default: ;
        endcase
    end  
    assign y = y_r;
endmodule
module mux8 #(parameter WIDTH = 8)
             (d0, d1, d2, d3,
              d4, d5, d6, d7,
              s, y);
    input  [WIDTH-1:0] d0, d1, d2, d3;
    input  [WIDTH-1:0] d4, d5, d6, d7;
    input  [2:0]       s;
    output [WIDTH-1:0] y;
    reg [WIDTH-1:0] y_r;
    always @( * ) begin
        case ( s )
            3'd0: y_r = d0;
            3'd1: y_r = d1;
            3'd2: y_r = d2;
            3'd3: y_r = d3;
            3'd4: y_r = d4;
            3'd5: y_r = d5;
            3'd6: y_r = d6;
            3'd7: y_r = d7;
            default: ;
        endcase
    end  
    assign y = y_r;
endmodule
module mux16 #(parameter WIDTH = 8)
             (d0, d1, d2, d3,
              d4, d5, d6, d7,
              d8, d9, d10, d11,
              d12, d13, d14, d15,
              s, y);
    input [WIDTH-1:0] d0, d1, d2, d3;
    input [WIDTH-1:0] d4, d5, d6, d7;
    input [WIDTH-1:0] d8, d9, d10, d11;
    input [WIDTH-1:0] d12, d13, d14, d15;
    input [3:0] s;
    output [WIDTH-1:0] y;
    reg [WIDTH-1:0] y_r;
    always @( * ) begin
        case ( s )
            4'd0:  y_r = d0;
            4'd1:  y_r = d1;
            4'd2:  y_r = d2;
            4'd3:  y_r = d3;
            4'd4:  y_r = d4;
            4'd5:  y_r = d5;
            4'd6:  y_r = d6;
            4'd7:  y_r = d7;
            4'd8:  y_r = d8;
            4'd9:  y_r = d9;
            4'd10: y_r = d10;
            4'd11: y_r = d11;
            4'd12: y_r = d12;
            4'd13: y_r = d13;
            4'd14: y_r = d14;
            4'd15: y_r = d15;
            default: ;
        endcase
    end  
    assign y = y_r;
endmodule
==> ./run.sh <==
#!/bin/bash
# OpenROAD 26Q1-2900-gdf79404cd8, Yosys 0.63+post, stock flow scripts
make -C /OpenROAD-flow-scripts/flow DESIGN_CONFIG=/design/flow/config.mk WORK_HOME=/design/flow/orfs finish
==> ./config.mk <==
export PLATFORM = sky130hd
export DESIGN_NAME = mux16
export DESIGN_NICKNAME = mux16
export VERILOG_FILES = /design/flow/design.v
export SDC_FILE = /design/flow/constraint.sdc
export NUM_CORES = 4
export LEC_CHECK = 1
export CORE_AREA = 10 10 78 78
export DIE_AREA = 0 0 88 88
==> ./constraint.sdc <==
current_design mux16

set clk_period 4.2
set clk_io_pct 0.2

create_clock -name clk0 -period $clk_period

set non_clock_inputs [all_inputs -no_clocks]
set_input_delay [expr $clk_period * $clk_io_pct] -clock clk0 $non_clock_inputs
set_output_delay [expr $clk_period * $clk_io_pct] -clock clk0 [all_outputs]
==> flow_metrics.py <==
# Flow results
metrics = {
    "run": {
        "maxCapViolCount": 0,
        "tool_warnings": 33,
    },
    "final_layout": {
        "regArea_um2": 0,
        "areaGrowthSynthToFinish_pct": 108,
        "final.clkbuf_count": 0,
        "fillers": 397,
        "seq_cell_count": 0,
        "drive_above_1_share": 0.0554,
    },
    "hold_path": {
        "hold_start": "d0[4]",
        "whs_path_depth": 4,
        "worstHoldEndpoint": "y[4]",
        "worstHoldPathType": "in2out",
    },
    "setup_path": {
        "critPathLaunchType": "input port",
        "cp.arrival_ns": 3.16,
        "crit_type": "in2out",
        "crit_required_ns": 3.36,
        "crit_path_end_kind": "output port",
        "crit_path_max_fanout": 32,
    },
    "route": {
        "drt-initial-drc-count": 85,
        "num_vias": 2030,
        "ant_nets": 0,
        "wl_per_cell_um": 19.3,
        "n_antenna_cell": 0,
        "drt_drc_violations_left": 0,
        "wl_met2_um": 3550,
        "routed_wl_um": 7290,
        "viasPerCell": 5.38,
        "dr.pass1.iters": 4,
        "top_layer": "met3",
        "wl_met3_um": 565,
        "met1Wirelength_um": 3170,
    },
    "floorplanning": {
        "die_x_um": 88,
        "io-pin-count": 140,
        "die_area_um2": 7740,
        "initial_core_util": 0.301,
        "die_h_um": 88,
        "fp-row-count": 24,
        "core-area_um2": 4410,
    },
    "synth": {
        "synth_area_um2": 1330,
        "synth_top_cell_by_area": "nand3b_1",
        "postSynthSeqShare": 0,
        "synth_chip_area_um2": 1330,
        "topCellsByArea": "nand3b_1 (11%), mux2i_1 (11%), a221oi_1 (6.6%), a21oi_1 (6.4%), buf_2 (3.8%)",
        "yosys_cells": 196,
        "avgSynthCellArea_um2": 6.77,
        "synth_cells": 196,
        "synth-warning-count": 1,
        "top_area_frac": 0.107,
        "ys_types": 50,
    },
    "placement": {
        "portBuffers": 140,
        "dp_hpwl_um": 6230,
        "gp_congestion": 0.891,
    },
    "final_timing": {
        "min_period_over_period": 0.952,
        "hold_viol_final": 0,
        "fin_crit_ns": 4.00,
        "max-slew-margin-rel": 0.519,
        "report.final.slew_viol_count": 0,
        "fmax_mhz": 250,
        "final.setup.tns_ns": 0,
        "finalSetupViolCount": 0,
        "tightest_slew_ns": 0.722,
        "grt_setup_unrepaired": "no",
    },
    "pwr": {
        "p_leak_nw": 1.02,
        "power_density_nw_per_um2": 95.8,
        "ir_drop_mv": 0.0507,
        "power_w": 0.000264,
    },
    "cts": {
        "cts_hold_buf": 0,
        "cts-resized-gates": 0,
        "cts_setup_buffers": 0,
    },
    "global_routing": {
        "antenna_found_initial": 0,
        "grt_max_degree": 39,
        "track_usage": 0.170,
        "grt_pass1_wl_um": 10700,
        "grt_pass1_vias": 1957,
        "gr-total-overflow": 0,
    },
    "outcome": {
        "outcome": "finished, final reports clean",
    },
}
[worst max-delay path by stage]
stage / from / end / slack, ns
6_report: s[2] / y[3] / 0.20
4_1_cts: s[2] / y[3] / 0.20
5_1_grt: s[1] / y[6] / 0.10
[critical path, cell delays in order]
cell and delay, ns:
clkdlybuf4s50_1 0.53, buf_12 0.23, nand3b_1 0.16, o2bb2ai_1 0.09
or4_1 0.56, o32a_1 0.32, clkdlybuf4s50_1 0.42
[cells in the final DEF (no fill, tap or decap), types with 6 or more instances in the layout]
master | Yosys | layout
nand2_1 | 9 | 9
buf_4 | 2 | 8
inv_1 | 9 | 9
a21oi_1 | 17 | 17
a31oi_1 | 7 | 7
clkdlybuf4s50_1 | 0 | 139
nor3_1 | 6 | 6
nand3b_1 | 19 | 19
mux2i_1 | 14 | 14
nor2b_1 | 6 | 6
a221oi_1 | 10 | 10
[layout make-up]
| class | count | area, µm² | area share |
|---|---|---|---|
| Inverter | 11 | 41.3 | 0.0150 |
| Tap cell | 52 | 65.1 | 0.0236 |
| Multi-Input combinational cell | 165 | 1180 | 0.426 |
| Timing Repair Buffer | 149 | 1480 | 0.535 |
[Yosys cell counts (3+ instances only)]
| cell | count |
|---|---|
| nand3b_1 | 19 |
| a21oi_1 | 17 |
| mux2i_1 | 14 |
| a221oi_1 | 10 |
| buf_2 | 10 |
| inv_1 | 9 |
| nand2_1 | 9 |
| a31oi_1 | 7 |
| clkbuf_1 | 6 |
| nor2b_1 | 6 |
| nor3_1 | 6 |
| nand3_1 | 5 |
| nor2_1 | 5 |
| o22ai_1 | 5 |
| o2bb2ai_1 | 5 |
| o32a_1 | 5 |
| nand2b_1 | 4 |
| nor3b_1 | 4 |
| or4_1 | 4 |
| a22oi_1 | 3 |
| and3_1 | 3 |
| o21ai_0 | 3 |
[metrics by stage]
stage,utilization,setup WS (ns),area (µm²),instances,hold slack [ns]
after floorplan,-,1.37,1330,196,1.76
after global placement,0.625,0.212,2760,377,2.65
after detailed placement,0.625,0.215,2760,377,2.64
after CTS,0.625,0.203,2760,377,2.64
after global routing,0.625,0.103,2760,377,2.68
final,0.625,0.203,2760,377,2.63
[per-layer routing]
metal,global-route usage,vias up
met5,0,-
met4,0,0
met3,0.0402,0
met2,0.288,75
met1,0.226,915
li1,-,1040
[report_power, final]
group	internal, W	total, W	switching (W)
Sequential	0	0	0
Clock	0	0	0
Combinational	0.000179	0.000264	0.0000851
[kinds of logic after synthesis]
group | after synthesis | share of synthesized area
simple gates | 78 | 0.370
compound gates | 70 | 0.385
buf+inv | 31 | 0.114
mux | 17 | 0.131
Power figures rest on the tool's default switching activity, not on a simulated workload.
